File: flow/run.sh
#!/bin/bash
# OpenROAD 26Q1-2900-gdf79404cd8, Yosys 0.63+post, stock flow scripts
make -C /OpenROAD-flow-scripts/flow DESIGN_CONFIG=/design/flow/config.mk WORK_HOME=/design/flow/orfs finish
File: flow/config.mk
export PLATFORM = sky130hd
export DESIGN_NAME = dmem
export DESIGN_NICKNAME = dmem
export VERILOG_FILES = /design/flow/design.v
export SDC_FILE = /design/flow/constraint.sdc
export NUM_CORES = 4
export LEC_CHECK = 1
export CORE_UTILIZATION = 40
File: flow/constraint.sdc
current_design dmem

set clk_period 53.3
set clk_io_pct 0.2

create_clock -name clk0 -period $clk_period [get_ports {clk}]

set non_clock_inputs [all_inputs -no_clocks]
set_input_delay [expr $clk_period * $clk_io_pct] -clock clk0 $non_clock_inputs
set_output_delay [expr $clk_period * $clk_io_pct] -clock clk0 [all_outputs]
File: flow/design.v
module dmem (
	input         clk  ,
	input         we   ,
	input  [31:0] addr ,
	input  [31:0] wdata,
	output [31:0] rdata
);
	reg [31:0] rdata;
	reg [31:0] memdata[63:0];
	initial
	begin
		memdata[0]=5; 
		memdata[1]=0;  
		memdata[2] = 1;
		memdata[3]=2;
		memdata[4] =3;
		memdata[5] =4;
		memdata[6] = 5;
	end
	always @(memdata[addr]) begin
		rdata = memdata[addr];
	end
	always @(negedge clk) begin
		if(1'b1 == we) begin
			memdata[addr] = wdata;
		end
	end
	initial
	begin
		$monitor("Change in data memory: n:%d, sum:%d, a[0]:%d, a[1]:%d, a[2]:%d, a[3]:%d, a[4]:%d",
		memdata[0], memdata[1], memdata[2], memdata[3],
		memdata[4], memdata[5], memdata[6]);
	end
endmodule
==> flow.log <==
[flow] final metrics
INFO  metric htreeDepth = 4
INFO  metric max-clock-path-buffers = 3
INFO  metric largest_type_area_fraction = about 79%
INFO  metric setup_viol = 0
INFO  metric cts_root_buffer = sky130_fd_sc_hd__clkbuf_16
INFO  metric post_drt_wl_per_cell = 24.5 um
INFO  metric floorplan.core_area = 193000 um2
INFO  metric finalPower = ~4000 uW
INFO  metric grt_util_all_layers = ~26%
INFO  metric ys.warnings.count = 2
INFO  metric synthesis.area = roughly 80000 um2
INFO  metric chip_area = 196000 um2
INFO  metric fin_util = about half
INFO  metric place_hpwl = about 120000 um
INFO  metric critical_path_start_type = flop
INFO  metric grt_max_degree = between 80 and 90
INFO  metric syn_to_final_growth = 24.2%
INFO  metric synthCells = approximately 4500
INFO  metric drt_iter0_drc = 3425
INFO  metric netlist.top_cell.by_instances = sky130_fd_sc_hd__edfxtp_1
INFO  metric flop_cell = sky130_fd_sc_hd__edfxtp_1
INFO  metric yosys-top-cells-area = sky130_fd_sc_hd__edfxtp_1, sky130_fd_sc_hd__a221oi_1, sky130_fd_sc_hd__mux2i_1
INFO  metric yosys.area_share.xor_xnor = 0%
INFO  metric synthTopCellsByCount = sky130_fd_sc_hd__edfxtp_1, sky130_fd_sc_hd__a221oi_1, sky130_fd_sc_hd__a22oi_1, sky130_fd_sc_hd__mux2i_1, sky130_fd_sc_hd__o21ai_0
INFO  metric sequential_element_share_of_the_synthesized_area = 79.1%
INFO  metric drt_pass_1_iters = 6
INFO  metric post_synth_main_logic_family = AND-OR/OR-AND gates
INFO  metric slew_violations = 0
INFO  metric cts-hold-fix-buffers = 0
INFO  metric cell_count_listed_in_synth_stat_txt = approximately 4500
INFO  metric number_of_global_route_vias_before_repair = 56000
INFO  metric critical_path.most_common_cell = sky130_fd_sc_hd__nor3_1
INFO  metric floorplan.rows = ~160
INFO  metric vdd_ir_drop_max = 36.3 uV
INFO  metric timing_worst_setup_path_type = flop to primary output
INFO  metric post-route-drc-count = 0
INFO  metric vias = between 50000 and 60000
INFO  metric power_density = 41.5 nW/um2
INFO  metric largest_register_ff_count = just over 2000
INFO  metric yosys.area_share.aoi = between 10% and 20%
INFO  metric timing.critical_path.cells = a221oi_1, nor3_1, nor3_1, o2111ai_1, or3_1, clkdlybuf4s50_1
INFO  metric route.antenna.remaining_nets = 0
INFO  metric route.detailed.vias_per_inst = between 5 and 6
INFO  metric leakagePower = approximately 0.04 uW
INFO  metric tritoncts = built
INFO  metric status = finished, final reports clean
INFO  metric global_route.overflow_total = 0
INFO  metric worstPathBufferInverterCount = 1
INFO  metric hold_viol = 0
INFO  metric required = 42.64 ns
INFO  metric cts-buffers-inserted = a little over 200
INFO  metric die_w = ~440 um
INFO  metric critical-path-top-delay-family = simple AND/OR/NAND/NOR gates
INFO  metric fa_ha_area_share = 0%
INFO  metric timing.critical_path.to_type = primary output
INFO  metric synth-edff-count = a little over 2000
INFO  metric drive_gt1_share = 10.6%
INFO  metric timing.max_cap.violations = 0
INFO  metric postCtsSetupBuffers = 0
INFO  metric gpl.final_weighted_congestion = ~0.87
INFO  metric slowest_cell_on_the_critical_path = sky130_fd_sc_hd__nor3_1
INFO  metric placed_cell_area = between 80000 and 90000 um2
INFO  metric post-synth-top-area-cell = sky130_fd_sc_hd__edfxtp_1
INFO  metric clkSinkCount = between 2000 and 2500
INFO  metric timing_worst_slew_pin_value = 1.11 ns
INFO  metric top_level_i_o_count = approximately 98
INFO  metric basic_gates_by_area = roughly 2.7%
INFO  metric yosys.cell_types.count = roughly 49
INFO  metric timing.slew.headroom = approximately a quarter
INFO  metric die.size.y = approximately 440 um
INFO  metric design_area = 96600 um2
INFO  metric first_pass_grt_wire_length = around 330000 um
INFO  metric antenna_found_initial = 13
INFO  metric fp_util = 40.4%
INFO  metric buffer_ports.inserted = 71
INFO  metric fin_worst_hold_slack = 22.59 ns
INFO  metric clk_pin_slew_worst_paths = 0.03 ns
INFO  metric count_of_cells_resized_by_post_cts_repair = 0
INFO  metric postRouteWirelength = approximately 230000 um
INFO  metric timing.setup.tns = 0 ns
INFO  metric critical_path_arrival = ~31 ns
INFO  metric worst-path-max-fanout = 1
INFO  metric synth-area-yosys = 77800 um2
INFO  metric hold_path_class = input port to primary output
INFO  metric log.warning_count = about 1100
INFO  metric synthMuxAreaShare = 4.74%
INFO  metric synth_flops = ~2000
INFO  metric async_reset_ff_share = 0%
INFO  metric slowest_delay = slightly below 0.7 ns
INFO  metric synth_area_per_cell = 17.5 um2
INFO  metric setup_repair_after_global_routing_missed_its_margin = false
where the power goes:
| group | internal, uW | switching, uW |
|---|---|---|
| clock | 1050 | 970 |
| sequential | 1800 | 2.26 |
| combinational | 52.7 | 133 |
| total | 2900 | 1110 |
routing by layer:
metal	global-route usage [%]	routed length, um	share of wire [%]	vias to the layer above
met3	24.6	43600	19	407
met2	33.7	104000	45	3435
li1	-	-	-	22900
met4	10.7	6880	3.0	16
met5	2.12	603	0.26	-
met1	27.5	74000	32	24100
worst min-delay path, cell delays in order:
cell                              delay [ns]
sky130_fd_sc_hd__buf_8                  0.20
sky130_fd_sc_hd__o221ai_1               0.14
sky130_fd_sc_hd__a2111oi_0              0.13
sky130_fd_sc_hd__nand4_1                0.25
sky130_fd_sc_hd__clkdlybuf4s50_1        0.52
through the flow:
stage | cells | setup slack (ns)
3_3_place_gp | 6904 | 12.59
5_1_grt | 9345 | 11.86
6_report | 9347 | 12.01
3_5_place_dp | 6904 | 12.58
4_1_cts | 9326 | 12.17
2_1_floorplan | 4457 | 12.86
final cells by class:
class,instances,area [um2]
Fill cell,15200,96100
Sequential cell,2048,61500
Multi-Input combinational cell,2067,15400
Clock inverter,2213,9260
Clock buffer,210,5260
Tap cell,2526,3160
Timing Repair Buffer,260,2050
Antenna cell,21,52.6
Inverter,2,17.5
worst paths after layout:
kind / cells after the start / end / slack [ns] / startpoint
worst min-delay path: 5 / rdata[0] / 22.59 / addr[2]
worst max-delay path: 6 / rdata[3] / 12.01 / memdata[54][3]
cell usage in the layout (no fill, tap or decap), types with 5 or more instances in the layout:
master and instances:
sky130_fd_sc_hd__o2111ai_1 15, sky130_fd_sc_hd__a221o_1 14, sky130_fd_sc_hd__nor3_1 31, sky130_fd_sc_hd__o211ai_1 18, sky130_fd_sc_hd__mux4_2 34, sky130_fd_sc_hd__nor2_1 139, sky130_fd_sc_hd__edfxtp_1 2048, sky130_fd_sc_hd__a22oi_1 267
sky130_fd_sc_hd__a211oi_1 28, sky130_fd_sc_hd__a22o_1 38, sky130_fd_sc_hd__or3_1 14, sky130_fd_sc_hd__a31oi_1 13, sky130_fd_sc_hd__clkbuf_16 210, sky130_fd_sc_hd__a222oi_1 15, sky130_fd_sc_hd__clkdlybuf4s50_1 36, sky130_fd_sc_hd__nand3b_1 6
sky130_fd_sc_hd__nor2b_4 6, sky130_fd_sc_hd__or4_1 16, sky130_fd_sc_hd__inv_6 5, sky130_fd_sc_hd__diode_2 21, sky130_fd_sc_hd__a221oi_1 339, sky130_fd_sc_hd__o21ai_0 214, sky130_fd_sc_hd__nor2_4 67, sky130_fd_sc_hd__buf_4 184
sky130_fd_sc_hd__buf_12 5, sky130_fd_sc_hd__mux2_2 69, sky130_fd_sc_hd__a21oi_1 152, sky130_fd_sc_hd__o32ai_1 11, sky130_fd_sc_hd__bufinv_16 28, sky130_fd_sc_hd__clkinvlp_2 57, sky130_fd_sc_hd__o22ai_1 115, sky130_fd_sc_hd__mux2i_1 214
sky130_fd_sc_hd__buf_2 32, sky130_fd_sc_hd__nand3_1 20, sky130_fd_sc_hd__inv_1 2112, sky130_fd_sc_hd__o221ai_1 8, sky130_fd_sc_hd__nand2_1 158, sky130_fd_sc_hd__o21ai_1 12
logic make-up after synthesis:
group / after synthesis
buffers and inverters: 342
and+or+nand+nor: 481
DFF: 2048
AOI/OAI and AO/OA: 1269
muxes: 317
Power figures rest on the tool's default switching activity, not on a simulated workload.
